`flow/config.mk`:
```
export PLATFORM = sky130hd
export DESIGN_NAME = get_ins
export DESIGN_NICKNAME = get_ins
export VERILOG_FILES = /design/flow/design.v
export SDC_FILE = /design/flow/constraint.sdc
export NUM_CORES = 4
export LEC_CHECK = 1
export CORE_AREA = 10 10 537 537
export DIE_AREA = 0 0 547 547
```
`flow/constraint.sdc`:
```
current_design get_ins

set clk_period 8.5
set clk_io_pct 0.2

create_clock -name clk0 -period $clk_period [get_ports {clk}]

set non_clock_inputs [all_inputs -no_clocks]
set_input_delay [expr $clk_period * $clk_io_pct] -clock clk0 $non_clock_inputs
set_output_delay [expr $clk_period * $clk_io_pct] -clock clk0 [all_outputs]
```
`flow/design.v`:
```
`timescale 1ns/100ps
module get_ins (
	clk ,
	reset ,
	fifo_data_din	,
	fifo_strb_din	,
	fifo_last_din	,
	fifo_user_din	,
	fifo_empty_n_din	,
	fifo_read_dout		,	 
	ds_empty_n	,	 
	ds_read	,		 
	instr_code00	,
	instr_code01	,
	instr_code02	,
	instr_code03	,
	instr_code04	,
	instr_code05	,
	instr_code06	,
	instr_code07	,
	instr_code08	,
	instr_code09	,
	instr_code10	,
	instr_code11	,
	instr_code12	,
	instr_code13	,
	instr_code14	,
	mast_curr_state	,
	start_reg
);
	parameter TBITS = 64;
	parameter TBYTE = 8;
localparam INSTR_FNUM = 4'd15;	 
localparam MAST_FSM_BITS 	= 3;
localparam M_IDLE 	= 3'd0;
localparam LEFT 	= 3'd1;
localparam BASE 	= 3'd2;
localparam RIGHT 	= 3'd3;
localparam FSLD 	= 3'd7;	 
input	wire 				clk		;
input	wire 				reset	;
input	wire [TBITS-1: 0 ]	fifo_data_din		;
input	wire [TBYTE-1: 0 ]	fifo_strb_din		;
input	wire 				fifo_last_din		;
input	wire 				fifo_user_din		;
input	wire 				fifo_empty_n_din	;
output	reg 				fifo_read_dout		;
output wire	ds_empty_n	;		 
input wire	ds_read		;		 
output wire start_reg ;			 
output reg [ 64-1 : 0 ] instr_code00 ;	 
output reg [ 64-1 : 0 ] instr_code01 ;
output reg [ 64-1 : 0 ] instr_code02 ;
output reg [ 64-1 : 0 ] instr_code03 ;	 
output reg [ 64-1 : 0 ] instr_code04 ;							 
output reg [ 64-1 : 0 ] instr_code05 ;	 
output reg [ 64-1 : 0 ] instr_code06 ;							 
output reg [ 64-1 : 0 ] instr_code07 ;	 
output reg [ 64-1 : 0 ] instr_code08 ;	
output reg [ 64-1 : 0 ] instr_code09 ;	
output reg [ 64-1 : 0 ] instr_code10 ;	
output reg [ 64-1 : 0 ] instr_code11 ;	
output reg [ 64-1 : 0 ] instr_code12 ;	
output reg [ 64-1 : 0 ] instr_code13 ;	
output reg [ 64-1 : 0 ] instr_code14 ;	
input wire [MAST_FSM_BITS-1:0] mast_curr_state ;
localparam INST_HEAD = 64'hefef123abbeeff22 ;
localparam DATA_HEAD = 64'hefef6543dadaff11 ;
localparam IDLE = 3'd0 ;
localparam CH00 = 3'd1 ;
localparam CH01 = 3'd2 ;
localparam CHEK = 3'd3 ;
localparam INST = 3'd4 ;
localparam TAFL = 3'd5 ;
localparam DATA = 3'd6 ;
reg [ 3-1 : 0 ] current_state ;
reg [ 3-1 : 0 ] next_state ;
reg [3-1:0]tf_current_state ;
reg [3-1:0]tf_next_state ;
localparam TF_IDLE 	= 0;
localparam TF_TRAC 	= 1;
localparam TF_SET 	= 2;
localparam TF_FLUS 	= 3;
localparam TF_DONE 	= 4;
reg [TBITS-1: 0 ] ck_reg_0 ;
reg [TBITS-1: 0 ] ck_reg_1 ;
reg str_start ;
reg ins_read ;
reg instr_start ;
reg datald_start ;
reg instr_done	;
reg headins_done	;
reg [2:0] head_cnt ;
reg [3:0] ins_cnt ;
assign start_reg = str_start  ;
assign ds_empty_n = ( current_state == DATA) ? fifo_empty_n_din : 1'd0 ;
always @(*) begin
	case ( current_state )
		CH00 : fifo_read_dout = ins_read	;
		CH01 : fifo_read_dout = ins_read	;
		INST : fifo_read_dout = ins_read	;
		DATA : fifo_read_dout = ds_read	;		 
		default: fifo_read_dout = 1'd0	;
	endcase
end
always @(*) begin
	headins_done =  (current_state == CH00) ? (head_cnt == 'd2 ) ? 1'd1 : 1'd0  : 1'd0 ;
	instr_done = (ins_cnt == INSTR_FNUM ) ? 1'd1 : 1'd0 ;
end
always @(*) begin
	instr_start= (ck_reg_0 == INST_HEAD ) ? (ck_reg_1 == INST_HEAD ) ? 1'd1 : 1'd0   : 1'd0 ;
	datald_start= (ck_reg_0 == DATA_HEAD ) ? (ck_reg_1 == DATA_HEAD ) ? 1'd1 : 1'd0   : 1'd0 ;
end
always@( posedge clk )begin
	if( reset )begin
		current_state <= IDLE ;
	end
	else begin
		current_state <= next_state ;
	end
end
always@( * )begin
	case( current_state )
		IDLE : next_state = ( fifo_empty_n_din   ) ? CH00 : IDLE ;
		CH00 : next_state =	( headins_done ) ? CHEK : CH00 ;
		CHEK : next_state =  ( instr_start ) ? INST : 
								( datald_start ) ? DATA : CHEK;
		INST : next_state = (instr_done ) ? TAFL : INST ;
		TAFL : next_state = ( tf_current_state == TF_DONE ) ? IDLE : TAFL ;
		DATA : next_state = ( fifo_empty_n_din   ) ? (fifo_last_din ) ? IDLE : DATA  : DATA  ;
		default : next_state = IDLE ;
	endcase	
end		
always @(posedge clk ) begin
	if( reset )begin
		ins_read <= 1'd0 ;
	end
	else begin
		case(current_state)
			CH00 : ins_read <= ( fifo_empty_n_din   ) ?		(head_cnt <2) ? 1'd1 : 1'd0 	: 1'd0 ;
			INST : ins_read <= ( fifo_empty_n_din   ) ?		(ins_cnt < INSTR_FNUM) ? 1'd1 : 1'd0		: 1'd0 ;
			default : ins_read <= 1'd0 ;
		endcase
	end
end
always@( posedge clk )begin
	if( reset )begin
		head_cnt <= 'd0 ;
	end
	else begin
		if( current_state == CH00)begin
			if( head_cnt <2 )begin
				head_cnt <= head_cnt + 'd1 ;
			end
			else begin
				head_cnt <= 'd0 ;
			end
		end
		else begin
			head_cnt <= 'd0 ;
		end
	end
end	
always @(posedge clk ) begin
	if (reset) begin
		ck_reg_0 <= 64'd0 ;
		ck_reg_1 <= 64'd0 ;
	end
	else begin
		if( current_state == CH00 )begin
			if (fifo_empty_n_din && fifo_read_dout) begin
				ck_reg_0 <= ( head_cnt == 3'd1 )? fifo_data_din : ck_reg_0 ;
				ck_reg_1 <= ( head_cnt == 3'd2 )? fifo_data_din : ck_reg_1 ;
			end
			else begin
				ck_reg_0 <= ck_reg_0 ;
				ck_reg_1 <= ck_reg_1 ;
			end
		end
		else begin
			ck_reg_0 <= ck_reg_0 ;
			ck_reg_1 <= ck_reg_1 ;
		end
	end
end
always@( posedge clk )begin
	if( reset )begin
		ins_cnt <= 'd0 ;
	end
	else begin
		if( current_state == INST)begin
			if( ins_cnt < INSTR_FNUM )begin
				ins_cnt <= ins_cnt + 'd1 ;
			end
			else begin
				ins_cnt <= 'd0 ;
			end
		end
		else begin
			ins_cnt <= 'd0 ;
		end
	end
end	
always @(posedge clk ) begin
	if (reset) begin
		instr_code01 <= 64'd0;
		instr_code02 <= 64'd0;
		instr_code03 <= 64'd0;
		instr_code04 <= 64'd0;
		instr_code05 <= 64'd0;
		instr_code06 <= 64'd0;
		instr_code07 <= 64'd0;
		instr_code08 <= { 8'd7 , 16'd63 , 16'd36 ,24'd0};
		instr_code09 <= {8'd12 , 56'd0	};
		instr_code10 <= {8'd24 , 56'd0	};
		instr_code11 <= {8'd24 , 56'd0	};
		instr_code12 <= {16'd287 , 48'd0	};
		instr_code13 <= {16'd8 , 16'd63 , 32'd0 };
		instr_code14 <= {10'd127 ,10'd2	,10'd7 ,10'd7 ,10'd64 ,10'd8	,4'd0 };
	end
	else begin
		if( current_state == INST)begin
			if (fifo_empty_n_din && fifo_read_dout) begin
				instr_code01 <= ( ins_cnt == 4'd2 )? fifo_data_din : instr_code01 ;
				instr_code02 <= ( ins_cnt == 4'd3 )? fifo_data_din : instr_code02 ;
				instr_code03 <= ( ins_cnt == 4'd4 )? fifo_data_din : instr_code03 ;	
				instr_code04 <= ( ins_cnt == 4'd5 )? fifo_data_din : instr_code04 ;
				instr_code05 <= ( ins_cnt == 4'd6 )? fifo_data_din : instr_code05 ;
				instr_code06 <= ( ins_cnt == 4'd7 )? fifo_data_din : instr_code06 ;
				instr_code07 <= ( ins_cnt == 4'd8 )? fifo_data_din : instr_code07 ;
				instr_code08 <= ( ins_cnt == 4'd9 )? fifo_data_din :	instr_code08 ;
				instr_code09 <= ( ins_cnt == 4'd10 )? fifo_data_din :	instr_code09 ;
				instr_code10 <= ( ins_cnt == 4'd11 )? fifo_data_din :	instr_code10 ;
				instr_code11 <= ( ins_cnt == 4'd12 )? fifo_data_din :	instr_code11 ;
				instr_code12 <= ( ins_cnt == 4'd13 )? fifo_data_din :	instr_code12 ;
				instr_code13 <= ( ins_cnt == 4'd14 )? fifo_data_din :	instr_code13 ;
				instr_code14 <= ( ins_cnt == 4'd15 )? fifo_data_din :	instr_code14 ;
			end
			else begin
				instr_code01 <= instr_code01 ;
				instr_code02 <= instr_code02 ;
				instr_code03 <= instr_code03 ;
				instr_code04 <= instr_code04 ;
				instr_code05 <= instr_code05 ;
				instr_code06 <= instr_code06 ;
				instr_code07 <= instr_code07 ;
				instr_code08 <= instr_code08 ;
				instr_code09 <= instr_code09 ;
				instr_code10 <= instr_code10 ;
				instr_code11 <= instr_code11 ;
				instr_code12 <= instr_code12 ;
				instr_code13 <= instr_code13 ;
				instr_code14 <= instr_code14 ;
			end
		end
		else begin
			instr_code01 <= instr_code01 ;
			instr_code02 <= instr_code02 ;
			instr_code03 <= instr_code03 ;
			instr_code04 <= instr_code04 ;
			instr_code05 <= instr_code05 ;
			instr_code06 <= instr_code06 ;
			instr_code07 <= instr_code07 ;
			instr_code08 <= instr_code08 ;
			instr_code09 <= instr_code09 ;
			instr_code10 <= instr_code10 ;
			instr_code11 <= instr_code11 ;
			instr_code12 <= instr_code12 ;
			instr_code13 <= instr_code13 ;
			instr_code14 <= instr_code14 ;
		end
	end
end
always @(posedge clk ) begin
	if(reset)begin
		tf_current_state <= TF_IDLE ;
	end
	else begin
		tf_current_state <= tf_next_state ;
	end
end
always @(*) begin
	case (tf_current_state)
		TF_IDLE	:	tf_next_state = ( current_state == TAFL )? TF_TRAC : TF_IDLE ;
		TF_TRAC	:	tf_next_state = ( mast_curr_state == M_IDLE )? TF_SET : TF_TRAC ;
		TF_SET	:	tf_next_state = TF_FLUS ;
		TF_FLUS	:	tf_next_state = TF_DONE ;
		TF_DONE	:	tf_next_state = TF_IDLE ;
		default: tf_next_state = TF_IDLE ;
	endcase
end
always @(posedge clk ) begin
	if (reset) begin
		instr_code00 <= 64'd0;
	end
	else begin
		if( current_state == INST)begin
			if (fifo_empty_n_din && fifo_read_dout) begin
				instr_code00 <= ( ins_cnt == 4'd1 )? fifo_data_din : instr_code00 ;
			end
			else begin
				instr_code00 <= instr_code00 ;
			end
		end
		else if( current_state == TAFL )begin
			case (tf_current_state)
				TF_FLUS : instr_code00 <= 64'd0 ;
				default: instr_code00 <= instr_code00 ;
			endcase
		end
		else begin
			instr_code00 <= instr_code00 ;
		end
	end
end
always@(*)begin
	str_start = ( tf_current_state== TF_SET) ? instr_code00[ 63 -:1 ] : 1'd0 ;
end
endmodule
```
`flow/run.sh`:
```
#!/bin/bash
# OpenROAD 26Q1-2900-gdf79404cd8, Yosys 0.63+post, stock flow scripts
make -C /OpenROAD-flow-scripts/flow DESIGN_CONFIG=/design/flow/config.mk WORK_HOME=/design/flow/orfs finish
```
==> highlights.md <==
• **Clock Tree Root** sky130_fd_sc_hd__clkbuf_16
• **slew at the pin closest to its max-slew limit** 0.817 ns
• **number of setup buffers added after CTS** 0
• **final period utilization** 0.566
• **total cell area reported by yosys after synthesis** 38,900 sq um
• **Met1 Routed Length** 94,500 microns
• **VDD IR max** 0.000209 V
• **post-layout minimum cycle time** 4.81 ns
• **routability congestion estimate from global placement** 0.804
• **die extent in y** 547 microns
• **detailed router's first-iteration violation count** 3,345
• **number of levels the H-tree was split into** 4
• **total power divided by cell area** 201 nW/um^2
• **Port Buffer Count** 1,034
• **register bit count reported by yosys** 1,107
• **pin count of the biggest net entering global routing** 149
• **number of buffers on the longest clock path** 4
• **total die area** 299,000 sq um
• **area of combinational cells with multiple inputs** 14,900 sq um
• **Crit Path Max Fanout** 7
• **I/O pin total** 1,044
• **post-DP HPWL** 150,000 microns
• **Highest Signal Layer** met5
• **power after layout** 11.6 mW
• **layout-stage area growth over the synthesis result** 47.3%
• **drt total wl** 227,000 microns
• **Synth Cell Area** 38,900 sq um
• **biggest area contributors in the synthesized netlist** sky130_fd_sc_hd__dfxtp_1 (57%), sky130_fd_sc_hd__nand2_1 (20%), sky130_fd_sc_hd__a21oi_1 (13%)
• **number of clock sinks** 1,107
• **Pins Over Slew Limit** 0
• **signal arrival time at the worst endpoint** 3.11 ns
• **Synth Area per Inst** 7.86 sq um
• **fraction of synthesis flops using an asynchronous set or reset pin** 0
• **Hold Violations, Final** 0
• **clock buffers created by TritonCTS** 136
• **largest area contributor in the synthesized netlist** sky130_fd_sc_hd__dfxtp_1
• **post-detailed-route DRC marker count** 0
• **worst slew margin relative to its limit** 0.455
• **type of the most critical hold path** reg2reg
• **number of OpenROAD warnings** 50
• **share of cells above drive strength 1** 0.0746
• **detailed-routed wire length on met3** 25,900 microns
• **layout filler cell count** 30,373
• **horizontal die dimension** 547 microns
• **post-route setup TNS** 0 ns
• **total track usage** 0.147
• **Sequential cell area** 22,200 sq um
• **Vias** 37,763
• **endpoint required time on the critical path** 6.80 ns
• **Critical Path Start Type** input port
• **first-pass GRT wire length** 303,000 microns
• **hold-fix buffers at CTS** 0
• **RSZ-0062 raised after global routing** no
• **number of vias per cell** 3.93
• **number of synthesized flops with an enable pin** 0
• **YS warnings** 1
• **Met2 Wirelength** 96,800 microns
• **setup violation total in the final timing report** 0
• **proportion of netlist area held by the largest area contributor** 0.569
• **count of TritonRoute iterations in the first routing pass** 5
• **standard-cell row count** 193
• **status** finished clean
• **CTS tree** yes
• **latest clock arrival within the worst-skew pair** 0.81 ns
• **Resized Gates After CTS** 0
• **initial cell density of the core** 0.141
• **number of max-cap violations** 0
• **critical path type** in2out
• **count of instantiated cells in the yosys netlist** 4,954
• **antenna violations before repair** 51
• **Max Clock Skew** 0.0587 ns
• **aggregate global routing overflow** 0
• **Worst Setup End Kind** output pin
• **instance tally after logic synthesis** 4,954
• **Achievable Freq** 208 MHz
• **Commonest flop** sky130_fd_sc_hd__dfxtp_1
• **remaining antenna violation count** 0
• **CTS clock-pin slew for the worst setup and hold paths** 0.06 ns
• **average wire length per cell after detail routing** 23.7 microns
• **Floorplan Core Area** 276,000 sq um
• **vias in the first global route** 35,128
• **number of distinct library cells after synthesis** 50
• **sequential element share of the synthesized area** 0.569
• **cell leakage power** 18.1 nW
[worst paths after layout]
kind         slack (ns)              from  depth (start not counted)              end
min reg2reg        0.45   instr_code08[7]                          2  instr_code08[7]
max                3.69  fifo_empty_n_din                          3       ds_empty_n
max reg2reg        5.27        ins_cnt[0]                          7  instr_code14[3]
min                0.45   instr_code08[7]                          2  instr_code08[7]
[critical path, stage by stage]
cell and delay, ns:
sky130_fd_sc_hd__clkdlybuf4s50_1 0.61, sky130_fd_sc_hd__and2_1 0.19, sky130_fd_sc_hd__clkdlybuf4s50_1 0.61
[per-stage QoR]
step	instances	hold WS (ns)	instance area, sq um	utilization	worst slack, ns
floorplan	4954	0.417	38900	-	4.97
global placement	9345	0.436	52800	0.191	3.56
detailed placement	9345	0.445	52800	0.191	3.57
CTS	9580	0.453	57300	0.207	3.63
global route	9582	0.466	57300	0.207	3.62
finish	9614	0.451	57400	0.207	3.69
[layer usage]
layer  vias up  GRT usage
li1      17656          -
met1     17920      0.194
met2      1809      0.216
met3       370     0.0602
met4         8     0.0550
met5         -          0
[power breakdown]
group	total, mW	internal, mW	switching [mW]
sequential	5.19	5.19	0.000934
clock	5.95	3.47	2.49
combinational	0.417	0.0498	0.367
total	11.6	8.70	2.85
[cell type report]
cell class,instances,area share
timing repair buffer,1166,0.193
antenna,34,0.00148
tap,3705,0.0808
clock buffer,193,0.0683
inverter,12,0.000807
sequential,1107,0.386
clock inverter,42,0.0101
multi-input combinational,3355,0.259
[kinds of logic after synthesis]
logic type	count (synthesis)	synth area share
flops	1107	0.569
buf+inv	492	0.0533
fa+ha+maj	7	0.00225
compound gates	1056	0.141
xor+xnor	2	0.000450
simple gates	2290	0.234
[synth_stat cells, types with 2 or more instances]
library cell and count:
sky130_fd_sc_hd__nor4_1 4, sky130_fd_sc_hd__or4_1 3, sky130_fd_sc_hd__ha_1 7, sky130_fd_sc_hd__buf_4 13, sky130_fd_sc_hd__and4b_1 5, sky130_fd_sc_hd__and4_1 3, sky130_fd_sc_hd__nand3_2 10, sky130_fd_sc_hd__nand2_1 2059
sky130_fd_sc_hd__and2_1 6, sky130_fd_sc_hd__nand4bb_1 2, sky130_fd_sc_hd__buf_2 123, sky130_fd_sc_hd__nor4b_1 5, sky130_fd_sc_hd__nor4bb_1 4, sky130_fd_sc_hd__nor2_1 79, sky130_fd_sc_hd__buf_1 3, sky130_fd_sc_hd__a22oi_1 66
sky130_fd_sc_hd__and4bb_1 2, sky130_fd_sc_hd__a21oi_1 980, sky130_fd_sc_hd__nand4_1 18, sky130_fd_sc_hd__nor3b_1 2, sky130_fd_sc_hd__nor4b_2 3, sky130_fd_sc_hd__nor2b_1 5, sky130_fd_sc_hd__dfxtp_1 1107, sky130_fd_sc_hd__nand3_1 53
sky130_fd_sc_hd__and3_1 12, sky130_fd_sc_hd__inv_1 11, sky130_fd_sc_hd__nand4b_1 7, sky130_fd_sc_hd__nor2_2 2, sky130_fd_sc_hd__clkbuf_1 338, sky130_fd_sc_hd__buf_6 2
[cells in the final DEF (no fill, tap or decap), types with 3 or more instances in the layout]
| master | instances |
|---|---|
| sky130_fd_sc_hd__a21oi_1 | 980 |
| sky130_fd_sc_hd__a22oi_1 | 66 |
| sky130_fd_sc_hd__and2_1 | 4 |
| sky130_fd_sc_hd__and3_4 | 10 |
| sky130_fd_sc_hd__and4_4 | 3 |
| sky130_fd_sc_hd__and4b_1 | 5 |
| sky130_fd_sc_hd__buf_2 | 59 |
| sky130_fd_sc_hd__buf_4 | 130 |
| sky130_fd_sc_hd__bufinv_16 | 7 |
| sky130_fd_sc_hd__clkbuf_1 | 29 |
| sky130_fd_sc_hd__clkbuf_16 | 138 |
| sky130_fd_sc_hd__clkbuf_8 | 26 |
| sky130_fd_sc_hd__clkdlybuf4s50_1 | 974 |
| sky130_fd_sc_hd__clkinv_2 | 9 |
| sky130_fd_sc_hd__clkinv_8 | 3 |
| sky130_fd_sc_hd__clkinvlp_4 | 7 |
| sky130_fd_sc_hd__dfxtp_1 | 1107 |
| sky130_fd_sc_hd__diode_2 | 34 |
| sky130_fd_sc_hd__ha_1 | 7 |
| sky130_fd_sc_hd__inv_1 | 11 |
| sky130_fd_sc_hd__inv_16 | 3 |
| sky130_fd_sc_hd__inv_6 | 10 |
| sky130_fd_sc_hd__nand2_1 | 2057 |
| sky130_fd_sc_hd__nand3_1 | 52 |
| sky130_fd_sc_hd__nand3_4 | 10 |
| sky130_fd_sc_hd__nand4_1 | 18 |
| sky130_fd_sc_hd__nand4b_1 | 7 |
| sky130_fd_sc_hd__nor2_1 | 79 |
| sky130_fd_sc_hd__nor2b_1 | 5 |
| sky130_fd_sc_hd__nor4_1 | 4 |
| sky130_fd_sc_hd__nor4b_1 | 5 |
| sky130_fd_sc_hd__nor4bb_1 | 4 |
| sky130_fd_sc_hd__or4_1 | 3 |
Power is estimated from default activity; no workload was simulated.
