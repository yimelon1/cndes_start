==> design.v <==
module ot_fifo (
	clk			,
	reset		,
	valid_in 	,
	data_in		,
	empty_n		,
	read		,
	data_out	
);
localparam    
	DATA_BITS  = 64	,
    DEPTH_BITS = 4	;
localparam
    DEPTH = 1 << DEPTH_BITS;
reg                   empty		;
reg                   full		;
reg  [DEPTH_BITS-1:0] index		;
reg  [DATA_BITS-1:0]  mem[0:DEPTH-1];
input	wire 						clk			;
input	wire 						reset		;
input	wire 						valid_in 	;
input	wire 	[ DATA_BITS-1: 0 ]	data_in		;
output	wire 						empty_n		;
input	wire 						read		;
output	wire 	[ DATA_BITS-1: 0 ]	data_out	;
wire 						error		;	 
wire write ;
assign empty_n = ~empty		;
assign full_n  = ~full		;
assign data_out    = mem[index]	;
assign write = valid_in ;
assign error = ( full & valid_in ) ? 1'd1 : 1'd0 ;
always @(posedge clk ) begin
	if(reset)
		index <= { DEPTH_BITS{1'd1} };
	else if(	empty & write	)	 
		index <=  index + 1'd1	;
	else if(	~empty & write	)
		index <= ( read ) ?		index	:	index + 1'd1	;
	else if(	~empty & ~write )
		index <= ( read ) ?		index - 1'd1	:	index 	;
	else 
		index <= index ;	 
end
always @( posedge clk ) begin
	if (reset)
		empty <= 1'd1 ;
	else if ( empty & write  )  
        empty <= 1'b0;
    else if (~empty & ~write & read & (index==1'b0))
        empty <= 1'b1;
	else 
		empty <= empty ;
end
always @(posedge clk ) begin
    if (reset)
        full <= 1'b0;
    else if (full & read & ~write)
        full <= 1'b0;
    else if (~full & ~read & write & (index==DEPTH-2'd2))
        full <= 1'b1;
	else 
		full <= full;
end
always @(posedge clk ) begin
	mem[0] <= ( ~full & write ) ? data_in : mem[0] ;
end
genvar i;
generate
    for (i = 1; i < DEPTH; i = i + 1) begin : gen_fifo_reg
        always @(posedge clk) begin
            if (~full & write) mem[i] <= mem[i-1];
        end
    end
endgenerate
endmodule
==> run.sh <==
#!/bin/bash
# OpenROAD 26Q1-2900-gdf79404cd8, Yosys 0.63+post, stock flow scripts
make -C /OpenROAD-flow-scripts/flow DESIGN_CONFIG=/design/flow/config.mk WORK_HOME=/design/flow/orfs finish
==> config.mk <==
export PLATFORM = sky130hd
export DESIGN_NAME = ot_fifo
export DESIGN_NICKNAME = ot_fifo
export VERILOG_FILES = /design/flow/design.v
export SDC_FILE = /design/flow/constraint.sdc
export NUM_CORES = 4
export LEC_CHECK = 1
export CORE_UTILIZATION = 50
==> constraint.sdc <==
current_design ot_fifo

set clk_period 87.3
set clk_io_pct 0.2

create_clock -name clk0 -period $clk_period [get_ports {clk}]

set non_clock_inputs [all_inputs -no_clocks]
set_input_delay [expr $clk_period * $clk_io_pct] -clock clk0 $non_clock_inputs
set_output_delay [expr $clk_period * $clk_io_pct] -clock clk0 [all_outputs]
==> summary.txt <==
On the backend side, the flow ran end to end.

The run finished with clean final reports. The final weighted congestion in routability-driven placement stands at 0.821. The CTS clock-pin slew for the worst setup and hold paths stands at 0.06 ns.

Using the TritonRoute via totals, the vias-per-cell ratio works out to 6.22. The final timing report derives a shortest allowable period of 22.53 ns. Synthesis produced a netlist whose cell count is about 2300. The register area share after synthesis stands at 78.8%. The routing usage on met3 stands at 14.2%. Among all flip-flop cells after synthesis, the most frequent one is sky130_fd_sc_hd__edfxtp_1. The fraction of met2 tracks used by global routing stands at 32.9%. The number of max-capacitance violations reported stands at 0. Each instance of the synthesized netlist takes up on average 17.2 µm². Global routing put the most usage on met1. Per the CTS log, the root buffer master is sky130_fd_sc_hd__clkbuf_16. The final worst clock skew stands at about 0.024 ns.

TritonCTS created 105 clock buffers. After synthesis the cells add up to 39200 µm². Among all cell types in the netlist, the one instantiated most often is sky130_fd_sc_hd__edfxtp_1. Yosys reports that the leading cell type by area covers 78.5% of the netlist area. During synthesis, Yosys emitted a total of 3 warnings. The final routed wire length divided by cell count stands at 24.5 µm. Global routing finished with a remaining overflow of 0. For this run, the final setup violation count is recorded as 0.

The number of clock sinks stands at 1030. On met1, the global router reports a usage of 39.6%. The via count of the first global-routing pass stands at 23300. The routed via count stands at 21900. The post-placement cell area is 41500 µm².

The accumulated negative setup slack stands at 0 ns. Setup repair after global routing left no endpoint under its margin. The summed standard-cell area reported by yosys stands at a little under 40000 µm². Looking at the setup timing report, the critical path kind is flip-flop to output pin. The horizontal die dimension reported for this design is ~280 µm.

The post-synth tally of flip-flops with integrated enable stands at between 1000 and 1500. The largest driver fanout on the critical path stands at 52. The wire length of the first global-routing pass stands at 133000 µm.

The HPWL after detailed placement stands at between 40000 and 50000 µm. Ranked by instance count, the synthesized netlist is headed by sky130_fd_sc_hd__edfxtp_1 (1024), sky130_fd_sc_hd__a22oi_1 (174), sky130_fd_sc_hd__nand2_1 (123). The pre-CTS worst setup slack stands at approximately 65 ns. The clock latency of the later-clocked register in the worst-skew pair stands at 0.65 ns. The post-route netlist has 11.2% of its cells at a drive strength greater than 1. The flow measured a signed area growth from synthesis to layout of 14.1%.

The number of resized instances in the post-cts repair step stands at 0. The actual transition at the worst max-transition pin stands at ~0.85 ns. The flow reported a cell area power density of ~27 nW/µm². The most critical hold endpoint after final layout shows a slack of 0.439 ns. The largest buffer count on any clock path stands at 3.

The hold violation total from the final report stands at 0. TritonCTS built the clock tree. In this run the full chip footprint comes out at a little under 80000 µm². The critical path in the final layout is reported with a setup slack of 64.77 ns. The pin count of the biggest net entering global routing stands at roughly 140.

In this run the worst hold path is classified as flip-flop to flip-flop. The share of flip-flops with an asynchronous set or reset after synthesis stands at 0%. Total global-route track usage over all layers is 24.6%.

The number of post-CTS setup repair buffers stands at 0. The worst setup path is captured at an output pin. Input and output buffers added on the ports amount to 132.

The worst setup path is launched from a flip-flop. The warning total across the stage logs stands at 34. The placeable core region stands at 77500 µm². The quantity of hold-fixing buffers added after cts stands at 0.

The final layout contains routed wiring with a total length of 86100 µm. For the completed layout, the total cell area is recorded as 44700 µm². The count of pins over their slew limit stands at 0. The initialized floorplan defines about 100 standard-cell rows. By area the synthesized netlist is led by sky130_fd_sc_hd__edfxtp_1 (79%), sky130_fd_sc_hd__a22oi_1 (3.3%), sky130_fd_sc_hd__mux2i_1 (1.6%).

Antenna repair during routing inserted a diode count of 0. The arrival time at the worst endpoint stands at 5.07 ns. The initial antenna violation count is 1. The number of cells in the yosys synthesis report stands at about 2300. The vertical die size stands at 282 µm. The share of the cycle needed by the critical path after routing stands at 25.8%. For this block, the initial DRC count from the detailed router was 1686.

The number of routed nets with antenna violations stands at 0. The worst-case max-slew headroom was logged as 43.3%. Counting flops and latches in the post-synthesis netlist gives 1030. The maximum frequency from static timing analysis stands at 44.4 MHz.

The I/O pin total stands at 133. The worst VDD IR drop from the latest analysis is 18.3 µV. The starting utilization of the core area stands at between 50% and 60%.

The detailed-router iteration count before antenna repair stands at 5. The largest total area in the synthesized netlist belongs to sky130_fd_sc_hd__edfxtp_1. Per the OpenROAD power report, leakage power amounts to around 0.015 µW. STA puts the critical path data required time at 69.84 ns. The DRC violations left stands at 0. The total power consumption of the routed design stands at 1200 µW.

In this run, distinct cell masters in the synthesized netlist total roughly 47. In this run the number of H-tree levels came out at 3.
[flip-flops by register name (all words and copies together) (netlist names)]
name and count:
index 4, full 1, mem 1024, empty 1
[layout by cell type (no fill, tap or decap), types with 11 or more instances in the layout]
cell type	n
sky130_fd_sc_hd__a21oi_1	45
sky130_fd_sc_hd__buf_4	51
sky130_fd_sc_hd__a222oi_1	19
sky130_fd_sc_hd__clkinv_2	17
sky130_fd_sc_hd__mux2i_1	64
sky130_fd_sc_hd__a22oi_1	174
sky130_fd_sc_hd__nand2_1	122
sky130_fd_sc_hd__clkbuf_16	107
sky130_fd_sc_hd__a32o_1	17
sky130_fd_sc_hd__o221ai_1	14
sky130_fd_sc_hd__and3_1	17
sky130_fd_sc_hd__a211oi_1	30
sky130_fd_sc_hd__a21boi_0	15
sky130_fd_sc_hd__a22o_1	45
sky130_fd_sc_hd__nor2_1	41
sky130_fd_sc_hd__nand3_1	88
sky130_fd_sc_hd__mux2_2	46
sky130_fd_sc_hd__nand3b_1	23
sky130_fd_sc_hd__edfxtp_1	1024
sky130_fd_sc_hd__or2_2	23
sky130_fd_sc_hd__a31oi_1	11
sky130_fd_sc_hd__o22ai_1	48
sky130_fd_sc_hd__clkdlybuf4s50_1	132
sky130_fd_sc_hd__clkinv_1	36
sky130_fd_sc_hd__nand4_1	11
sky130_fd_sc_hd__clkbuf_1	17
sky130_fd_sc_hd__o21ai_0	36
sky130_fd_sc_hd__a221o_1	45
sky130_fd_sc_hd__a221oi_1	61
sky130_fd_sc_hd__nor3_1	16
sky130_fd_sc_hd__or3_1	14
[through the flow]
step	utilization [%]	instances
after global placement	53.6	3331
after floorplan	-	2282
after global routing	57.7	3518
after CTS	57.7	3518
final	57.7	3518
after detailed placement	53.6	3331
[cell type report]
class                   count  area [µm²]
well taps                1040        1300
multi-input cells        1070        7600
clock inverters            63         412
clock buffers             124        2740
flip-flops and latches   1030       30900
fillers                  5641       32800
repair buffers            185        1740
inverters                   6        22.5
[routing by layer]
layer	share of wire [%]	wire, µm
met2	45	38500
met5	0.015	13
met3	13	10900
met4	2.7	2300
met1	40	34400
[power breakdown]
group	switching [µW]	internal, µW
sequential	20.5	590
clock	182	237
combinational	99.2	73.9
[cells by family (layout without fill, tap and decap cells)]
group	count (synthesis)	in the layout	synth area share (%)
AND-OR/OR-AND	575	575	11.3
XOR/XNOR	4	4	0.0895
adder cells (fa/ha/maj)	5	5	0.160
buffers and inverters	182	378	1.96
flip-flops	1030	1030	78.8
multiplexers	110	110	2.96
AND/OR/NAND/NOR	376	376	4.72
[final timing paths]
kind,slack [ns],start,end,depth (start not counted)
max,64.77,index[0]$_SDFFE_PP1P_,data_out[59],10
min,0.44,mem[5][63]$_DFFE_PP_,mem[6][63]$_DFFE_PP_,0
min reg2reg,0.44,mem[5][63]$_DFFE_PP_,mem[6][63]$_DFFE_PP_,0
max reg2reg,83.34,full$_SDFFE_PP0P_,mem[4][40]$_DFFE_PP_,5
[worst max-delay path: stages, from the launching register on]
cell and delay [ns]:
sky130_fd_sc_hd__dfxtp_1 0.41, sky130_fd_sc_hd__inv_1 0.22, sky130_fd_sc_hd__ha_4 0.53, sky130_fd_sc_hd__buf_4 0.72, sky130_fd_sc_hd__buf_4 0.66, sky130_fd_sc_hd__buf_4 0.52, sky130_fd_sc_hd__a22o_1 0.22, sky130_fd_sc_hd__a22oi_1 0.07
sky130_fd_sc_hd__or2_2 0.31, sky130_fd_sc_hd__nand3_1 0.17, sky130_fd_sc_hd__clkdlybuf4s50_1 0.51
Power and IR drop assume default switching activity.
